===== flow/design.v =====
module DMA_cont(
    input           clk,
    input           reset,
    input           dma_request,
    output reg      dma_ack,
    output reg      bus_request,
    input           bus_grant,
    input   [31:0]  src_addr,
    input   [31:0]  dest_addr,
    input   [15:0]  transfer_size,
    input           start_transfer,
    output reg      transfer_done,
    output reg [31:0] addr_out,
    output reg [31:0] data_out,
    input   [31:0]  data_in,
    output reg      mem_read,
    output reg      mem_write,
    input           mem_ready
);
reg [31:0] current_src;
reg [31:0] current_dest;
reg [15:0] remaining;
reg [1:0]  state;
reg        read_complete;
reg [31:0] read_data;
parameter IDLE = 2'b00;
parameter REQUEST_BUS = 2'b01;
parameter READ_MEM = 2'b10;
parameter WRITE_MEM = 2'b11;
always @(posedge clk or posedge reset) begin
    if (reset) begin
        state <= IDLE;
        dma_ack <= 0;
        bus_request <= 0;
        transfer_done <= 0;
        mem_read <= 0;
        mem_write <= 0;
        read_complete <= 0;
        current_src <= 0;
        current_dest <= 0;
        remaining <= 0;
        addr_out <= 0;
        data_out <= 0;
        read_data <= 0;
    end else begin
        case (state)
            IDLE: begin
                dma_ack <= 0;
                if (start_transfer && dma_request) begin
                    current_src <= src_addr;
                    current_dest <= dest_addr;
                    remaining <= transfer_size;
                    bus_request <= 1;
                    state <= REQUEST_BUS;
                end
            end
            REQUEST_BUS: begin
                if (bus_grant) begin
                    bus_request <= 0;
                    dma_ack <= 1;
                    mem_read <= 1;
                    addr_out <= current_src;
                    state <= READ_MEM;
                end
            end
            READ_MEM: begin
                if (mem_ready && mem_read) begin
                    read_data <= data_in;
                    mem_read <= 0;
                    addr_out <= current_dest;
                    data_out <= data_in;
                    mem_write <= 1;
                    state <= WRITE_MEM;
                end else if (!mem_read) begin
                    mem_read <= 1;
                end
            end
            WRITE_MEM: begin
                if (mem_ready && mem_write) begin
                    mem_write <= 0;
                    current_src <= current_src + 4;
                    current_dest <= current_dest + 4;
                    remaining <= remaining - 1;
                    if (remaining == 16'h0001) begin
                        state <= IDLE;
                        transfer_done <= 1;
                        dma_ack <= 0;
                    end else begin
                        mem_read <= 1;
                        addr_out <= current_src + 4;
                        state <= READ_MEM;
                    end
                end else if (!mem_write) begin
                    mem_write <= 1;
                end
            end
            default: state <= IDLE;
        endcase
    end
end
endmodule

===== flow/run.sh =====
#!/bin/bash
# OpenROAD 26Q1-2900-gdf79404cd8, Yosys 0.63+post, stock flow scripts
make -C /OpenROAD-flow-scripts/flow DESIGN_CONFIG=/design/flow/config.mk WORK_HOME=/design/flow/orfs finish

===== flow/config.mk =====
export PLATFORM = sky130hd
export DESIGN_NAME = DMA_cont
export DESIGN_NICKNAME = DMA_cont
export VERILOG_FILES = /design/flow/design.v
export SDC_FILE = /design/flow/constraint.sdc
export NUM_CORES = 4
export LEC_CHECK = 1
export CORE_UTILIZATION = 50

===== flow/constraint.sdc =====
current_design DMA_cont

set clk_period 9.3
set clk_io_pct 0.2

create_clock -name clk0 -period $clk_period [get_ports {clk}]

set non_clock_inputs [all_inputs -no_clocks]
set_input_delay [expr $clk_period * $clk_io_pct] -clock clk0 $non_clock_inputs
set_output_delay [expr $clk_period * $clk_io_pct] -clock clk0 [all_outputs]

==> flow_summary.yaml <==
# implementation run metrics
min_path:
  hold_class: "reg -> reg"
  min_to: "transfer_done"
  hold_depth: 1
  hp-start: "transfer_done"
synth:
  synthArstFlopShare_pct: 100.0
  yosys_area_um2: 8568
  ys.flop_type: "dfrtp_1"
  yosys_cells: 950
  largest_area_cell: "dfrtp_1"
  edf_count: 0
  yosysSeqAreaShare_pct: 44.70
  ys.flops: 153
  synthTopCellsByArea: "dfrtp_1 44%, a21oi_1 6.4%, mux2_2 4.9%, nand2_1 3.9%, nor2_1 3.1%"
  syn_inst: 950
  synth_top_area_share_pct: 44.39
  avgSynthCellArea_um2: 9.019
  ys_warn_count: 1
  synthTopCellsByCount: "152 x dfrtp_1, 110 x a21oi_1, 89 x nand2_1"
  syn-cell-area_um2: 8568
  synth.most_common_cell: "dfrtp_1"
  synth_cell_types: 70
layout:
  drive_above_1_share_pct: 9.666
  area_delta_synth_final_pct: 29.57
  stdcell_count: 1327
  regArea_um2: 3834
  final_util_pct: 66.71
  logic_area_um2: 4384
  fillers: 1347
grt:
  gr-usage-all-layers_pct: 29.67
  grt.overflow.total: 0
  grt_max_degree: 81
  grt_pass1_vias: 7505
  antenna_found_initial: 0
  grt_pass1_wl_um: 39840
sta:
  slew_headroom_pct: 41.27
  hold_viol: 0
  finClkSkew_ns: 0.008396
  worst_slack_ns: 5.114
  drv_slew: 0
  hold_slack_ns: 0.4760
  rsz0062_at_grt: "no"
  setup_violations: 0
  tns_ns: 0
  worst_slew_pin_slew_ns: 0.8777
  period_used_pct: 45.01
  max_freq_mhz: 238.9
  min_period_ns: 4.186
cts:
  insertion_delay_ns: 0.43
  hold_buffers: 0
  clk_pin_slew_worst_paths_ns: 0.06
  cts_setup_buffers: 0
  ctsResizeCount: 0
  cts_tree: "yes"
  cts.path.max_buffers: 2
  cts_buffers: 17
  ctsRootBufferMaster: "clkbuf_16"
  clkSinkCount: 153
  cts.htree.levels: 4
placement:
  gp_congestion: 0.9222
  dp_hpwl_um: 16720
  pre_cts_slack_ns: 4.715
  port_buffers: 186
  dp.cells: 1295
critical_path:
  cp_max_fo: 58
  worstPathRequired_ns: 9.61
  cp_data_arrival_time_ns: 4.49
  critical_path_class: "in -> reg"
  timing.rr.end: "current_dest[10]"
  regToRegSetupSlack_ns: 6.01
  start_kind: "primary input"
  rr_worst_depth: 6
  r2r_start: "state[3]"
  critPathCaptureType: "flip-flop"
route:
  dr.pass1.iters: 6
  drc_errors: 0
  num_vias: 8127
  via_per_inst: 6.124
  num_antenna_cells: 0
  drtIter0Drc: 720
  ant_nets: 0
  drt-total-wl_um: 24910
  wl_per_cell_um: 18.77
floorplanning:
  die_y_um: 132.9
  core_um2: 16640
  std_cell_rows: 47
  die-area_um2: 17660
  boundaryPins: 187
  fp_util_pct: 51.48
  dieWidth_um: 132.9
job:
  maxCapViolCount: 0
  warnings: 27
status:
  status: "finished clean"
power_and_ir_drop:
  power.density_nw_per_um2: 128.7
  leakage_uw: 0.004574
  ir_drop_mv: 0.1333
==> worst max-delay path by stage <==
stage,startpoint,slack [ns],cells past startpoint,to
global route,mem_ready,4.97,7,current_dest[10]
finish,mem_ready,5.11,7,current_dest[10]
CTS,mem_ready,5.17,7,current_dest[10]
==> logic make-up after synthesis <==
kind of cell	after synthesis	share of synthesized area [%]
AOI/OAI and AO/OA	334	24.88
and+or+nand+nor	318	19.33
DFF	153	44.70
buffers and inverters	92	4.264
muxes	46	5.929
adders and majority gates	4	0.5841
xor gates and xnor gates	3	0.3067
==> routing by layer <==
metal | part of all wire (%) | vias up | routed length [um] | track usage (%)
li1 | - | 3870 | - | -
met1 | 45 | 3817 | 11120 | 49.30
met2 | 43 | 405 | 10650 | 39.99
met3 | 11 | 35 | 2631 | 9.063
met4 | 2.0 | 0 | 507 | 5.556
met5 | 0 | - | 0 | 0
==> stage by stage <==
stage,cell area (um^2),total power (uW)
2_1_floorplan,8568,695.9
3_3_place_gp,10520,753.9
3_5_place_dp,10520,754.0
4_1_cts,11100,1442
5_1_grt,11100,1469
6_report,11100,1429
==> sequential cells by signal, indices dropped and copies added (netlist names), 4 cells and up <==
register / count
state: 4
current_src: 32
current_dest: 32
addr_out: 32
remaining: 16
data_out: 32
==> area by class of cell <==
cell class,instances,share of cell area [%]
clock inverters,13,1.330
repair buffers,198,17.58
inverters,19,0.6875
flip-flops and latches,153,34.53
multi-input cells,705,39.49
well taps,220,2.479
clock buffers,19,3.899
==> worst max-delay path, stage by stage <==
cell and delay, ns:
clkdlybuf4s50_1 0.55, a21bo_1 0.25, o211a_2 0.70, buf_4 0.62, and4_1 0.27, o21ai_0 0.08
o221a_2 0.14
==> layout by cell type (no fill, tap or decap), types with 4 or more instances in the layout <==
cell / netlist / final
nand2_1: 89 / 89
a21o_1: 6 / 6
nand3_1: 35 / 35
buf_4: 1 / 12
nor3_1: 18 / 18
clkbuf_16: 0 / 17
o31a_1: 6 / 6
o22ai_1: 36 / 36
a22oi_1: 12 / 12
clkdlybuf4s50_1: 0 / 186
ha_1: 4 / 4
a21oi_1: 110 / 109
inv_1: 19 / 18
nor2_1: 71 / 71
nor4_1: 6 / 6
dfrtp_1: 152 / 151
o31ai_1: 5 / 5
o211ai_1: 8 / 8
nand2b_1: 11 / 11
mux2_2: 37 / 37
o22a_1: 5 / 5
a31oi_1: 28 / 28
a211oi_1: 6 / 6
and3_1: 17 / 17
a2bb2oi_1: 23 / 23
or3_1: 7 / 7
o32ai_1: 6 / 6
o21a_1: 4 / 4
clkinvlp_4: 0 / 4
nand4_1: 26 / 26
and4_1: 10 / 10
clkinv_4: 0 / 5
mux2i_1: 8 / 8
o21ai_0: 46 / 46
==> power breakdown <==
group	internal [uW]	switching, uW	total [uW]
sequential	665	0	665
combinational	48.5	26.2	74.8
clock	397	291	689
total	1110	318	1430
Power is estimated from default activity; no workload was simulated.
